### flow/design.v
`timescale 1ns/1ps  
module complex_tb;  
    reg [3:0] a,b,c,d;  
    wire [8:0] out_real;  
    wire [8:0] out_im;  
    complex U1(.a(a),.b(b),.c(c),.d(d),.out_real(out_real), 
                .out_im(out_im));  
    initial  
    begin  
        a = 2; b = 2; c = 5; d = 4;
        dispaly_vars;
        #10  
        a = 4; b = 3; c = 2; d = 1;
        dispaly_vars;
        #10  
        a = 3; b = 2; c = 3; d = 4;  
        dispaly_vars;
    end
    task dispaly_vars;
      #1 $display("a:%0b, b:%0b, c:%0b, d:%0b, out_real:%0b, out_im:%0b",a, b, c, d,out_real,out_im);
    endtask
endmodule
module complex(a,b,c,d,out_real,out_im);  
    input [3:0] a,b,c,d;  
    output [8:0] out_real,out_im;  
    wire [7:0] sub1,sub2,add1,add2;  
    wallace U1(.x(a),.y(c),.out(sub1));  
    wallace U2(.x(b),.y(d),.out(sub2));  
    wallace U3(.x(a),.y(d),.out(add1));  
    wallace U4(.x(b),.y(c),.out(add2));  
    assign out_real = sub1 - sub2;  
    assign out_im = add1 + add2;  
endmodule  
module wallace(x,y,out);
	parameter size = 4;
	input [size - 1 : 0] x,y;
	output [2*size - 1 : 0] out;
    wire [size*size - 1 : 0] a;
    wire [1 : 0] b0,b1; 
    wire [1 : 0] c0,c1,c2,c3; 
    wire [5 : 0] add_a,add_b;  
    wire [6 : 0] add_out; 
    wire [2*size - 1 : 0] out;
    assign a = {x[3],x[2],x[3],x[1],x[2],x[3],x[0],x[1], 
                x[2],x[3],x[0],x[1],x[2],x[0],x[1],x[0]}  
                &{y[3],y[3],y[2],y[3],y[2],y[1],y[3],y[2]  
                ,y[1],y[0],y[2],y[1],y[0],y[1],y[0],y[0]}; 
    hadd U1(.x(a[8]),.y(a[9]),.out(b0)); 
    hadd U2(.x(a[11]),.y(a[12]),.out(b1));
    hadd U3(.x(a[4]),.y(a[5]),.out(c0)); 
    fadd U4(.x(a[6]),.y(a[7]),.z(b0[0]),.out(c1)); 
    fadd U5(.x(b1[0]),.y(a[10]),.z(b0[1]),.out(c2));
    fadd U6(.x(a[13]),.y(a[14]),.z(b1[1]),.out(c3));
    assign add_a = {c3[1],c2[1],c1[1],c0[1],c0[0],a[2]};  
    assign add_b = {a[15],c3[0],c2[0],c1[0],a[3],a[1]};  
    assign add_out = add_a + add_b;  
    assign out = {add_out,a[0]};  
endmodule  
module fadd(x,y,z,out);  
    input x,y,z;  
    output [1 : 0] out;  
    assign out = x + y + z;   
endmodule  
module hadd(x,y,out);  
    input x,y;  
    output [1 : 0] out;  
    assign out = x + y;  
endmodule
### flow/run.sh
#!/bin/bash
# OpenROAD 26Q1-2900-gdf79404cd8, Yosys 0.63+post, stock flow scripts
make -C /OpenROAD-flow-scripts/flow DESIGN_CONFIG=/design/flow/config.mk WORK_HOME=/design/flow/orfs finish
### flow/config.mk
export PLATFORM = sky130hd
export DESIGN_NAME = complex
export DESIGN_NICKNAME = complex
export VERILOG_FILES = /design/flow/design.v
export SDC_FILE = /design/flow/constraint.sdc
export NUM_CORES = 4
export LEC_CHECK = 1
export CORE_UTILIZATION = 40
### flow/constraint.sdc
current_design complex

set clk_period 9.5
set clk_io_pct 0.2

create_clock -name clk0 -period $clk_period

set non_clock_inputs [all_inputs -no_clocks]
set_input_delay [expr $clk_period * $clk_io_pct] -clock clk0 $non_clock_inputs
set_output_delay [expr $clk_period * $clk_io_pct] -clock clk0 [all_outputs]
==> flow_summary.toml <==
# physical design summary
[worst_setup_path]
worstSetupEndpointType = "output pin"
critPathRequiredTime_ps = 7600
critPathKind = "primary input to output pin"
path_max_fanout = 8
arrival_ps = 5790
critPathLaunchType = "primary input"

[final_timing]
slew_violations = 0
timing.fmax_mhz = 130
setup_violations = 0
setup_tns_ps = 0
hold_violations = 0
worst_slew_pin_slew_ps = 351
fin_crit_ps = 7690
rsz0062_at_grt = "false"
finalCritPeriodShare = 0.810
slew-limit-headroom = 0.765
fin_ws_ps = 1810

[logic_synthesis]
yosys.area.top_type = "ha_1"
top_cells_by_count = "53 x inv_1, 52 x ha_1, 51 x and2_1"
yosys_warnings = 0
syn_area_per_cell_um2 = 7.92
synth-cells-yosys = 290
syn_inst = 290
area_leaders = "ha_1 28%, fa_1 16%, and2_1 14%"
ys_types = 28
top_cell = "inv_1"
yosysTopAreaCellShare = 0.283
ys_area_mm2 = 0.00230
netlist_area_mm2 = 0.00230
yosysSeqAreaShare = 0

[grt]
antenna_found_initial = 0
grt_overflow_total = 0
grt_usage = 0.180
grt_pass1_vias = 1874
grt_pass1_wl_mm = 8.68
grt_max_degree = 9

[die]
io_pins = 34
fp_util = 0.417
die-area_mm2 = 0.00605
dieWidth_um = 77.8
die_y_um = 77.8
rows = 27
coreArea_mm2 = 0.00551

[flow_run]
openroad.warnings = 32
max_cap_viol_count = 0

[layout]
final_cells = 396
n_clock_buffer = 0
utilization = 0.495
drive_gt1_frac = 0.0309
seq_cells = 0
num-fill-cells = 547
area_growth_pct = 18.7
ff_latch_area_um2 = 0

[clock_tree]
ctsHoldBuffers = 0
post-cts-setup-buffer-count = 0
ctsResizeCount = 0

[place]
pre_cts_slack_ps = 1780
gp_congestion = 0.838
dp.cells = 396
hpwl_mm = 3.70
io_buffers = 34

[pwr]
p_leak_uw = 0.00144
p_per_area_mw_per_mm2 = 125
fin_total_pwr_uw = 340
peakVddDrop_mv = 0.115

[routing]
drt_iter0_markers = 47
drc = 0
wirelength_mm = 4.46
viasPerCell = 4.79
drtPass1Iterations = 4
wl_per_cell_um = 11.3
ant_nets = 0
vias = 1895
diodes = 0

[worst_hold_path]
min_path_type = "primary input to output pin"
hold_depth = 5

[status]
status = "completed"
==> final timing paths <==
| kind | slack [ps] | startpoint | endpoint |
|---|---|---|---|
| max | 1810 | c[2] | out_real[7] |
| min | 5020 | a[0] | out_real[0] |
==> per-layer routing <==
layer,vias up,wire [um],part of all wire,GRT usage
met5,-,0,0,0
met1,852,2640,0.59,0.312
met2,30,1670,0.37,0.265
li1,1013,-,-,-
met4,0,0,0,0
met3,0,148,0.033,0.00597
==> per-stage QoR <==
step	cell area, um2	hold WS (ps)
2_1_floorplan	2300	3970
6_report	2730	5020
3_5_place_dp	2730	5000
3_3_place_gp	2730	5000
5_1_grt	2730	5110
4_1_cts	2730	5010
==> critical path: stages <==
cell	delay, ps
clkdlybuf4s50_1	570
and2_1	250
ha_1	270
inv_1	50
fa_1	520
inv_1	40
ha_1	330
a21oi_2	180
o21bai_1	80
a21oi_1	190
xnor2_1	90
ha_1	230
or3_1	310
o22ai_1	170
xnor2_1	140
clkdlybuf4s50_1	470
==> area by class of cell <==
cell class	count	area (um2)	share of cell area
Inverter	54	203	0.0743
Multi-Input combinational cell	236	2090	0.768
Tap cell	72	90.1	0.0330
Timing Repair Buffer	34	340	0.125
==> cells by family after synthesis <==
kind of cell,Yosys count,synth area share
and+or+nand+nor,85,0.203
adders and majority gates,70,0.440
AOI/OAI and AO/OA,57,0.177
buffers and inverters,54,0.0883
xor gates and xnor gates,24,0.0916
==> cells in the final DEF (no fill, tap or decap) <==
cell type,instances
a21boi_1,1
a21boi_2,1
a21o_1,11
a21oi_1,15
a21oi_2,6
a311oi_2,1
and2_1,51
and3_1,1
clkdlybuf4s50_1,34
clkinv_1,1
fa_1,18
ha_1,52
inv_1,53
nand2_1,14
nor2_1,12
nor2b_1,3
nor2b_2,1
nor3_1,2
o211ai_1,1
o21a_1,5
o21ai_1,3
o21ai_2,1
o21bai_1,8
o22ai_1,1
o2bb2ai_1,1
o31a_1,2
or3_1,1
xnor2_1,20
xor2_1,4
==> report_power, final <==
part | internal (uW) | total (uW) | switching (uW)
Clock | 0 | 0 | 0
Combinational | 202 | 340 | 138
Sequential | 0 | 0 | 0
Total | 202 | 340 | 138
