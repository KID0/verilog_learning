File: flow/config.mk
export PLATFORM = sky130hd
export DESIGN_NAME = simple_ram_dual_clock
export DESIGN_NICKNAME = simple_ram_dual_clock
export VERILOG_FILES = /design/flow/design.v
export SDC_FILE = /design/flow/constraint.sdc
export NUM_CORES = 4
export LEC_CHECK = 1
export CORE_UTILIZATION = 50
File: flow/constraint.sdc
current_design simple_ram_dual_clock

set clk_period 6.7
set clk_io_pct 0.2

create_clock -name clk0 -period $clk_period [get_ports {read_clk}]
create_clock -name clk1 -period $clk_period [get_ports {write_clk}]

set non_clock_inputs [all_inputs -no_clocks]
set_input_delay [expr $clk_period * $clk_io_pct] -clock clk0 $non_clock_inputs
set_output_delay [expr $clk_period * $clk_io_pct] -clock clk0 [all_outputs]
File: flow/design.v
module simple_ram_dual_clock #(
  parameter DATA_WIDTH=8,                  
  parameter ADDR_WIDTH=8                   
)(
  input      [DATA_WIDTH-1:0] data,        
  input      [ADDR_WIDTH-1:0] read_addr,   
  input      [ADDR_WIDTH-1:0] write_addr,  
  input                       we,          
  input                       read_clk,    
  input                       write_clk,   
  output reg [DATA_WIDTH-1:0] q            
);
  reg [DATA_WIDTH-1:0] ram [2**ADDR_WIDTH-1:0];  
  always @(posedge write_clk) begin  
    if (we) begin 
      ram[write_addr] <= data;
    end
  end
  always @(posedge read_clk) begin  
    q <= ram[read_addr];
  end
endmodule
File: flow/run.sh
#!/bin/bash
# OpenROAD 26Q1-2900-gdf79404cd8, Yosys 0.63+post, stock flow scripts
make -C /OpenROAD-flow-scripts/flow DESIGN_CONFIG=/design/flow/config.mk WORK_HOME=/design/flow/orfs finish
==> ci_impl_report.md <==
## Implementation flow summary

| Metric | Value |
|---|---|
| Status | `complete, no violations` |
| Area delta synth->final | `11.7%` |
| Simple-gate share of the synthesized area | `2.63%` |
| Via Count | `38000` |
| Comb power frac | `4.8%` |
| PD cells | `296 nW/µm²` |
| Post-synth EDFFs | `2048` |
| Lkg Pwr | `27.3 nW` |
| Fin Setup TNS | `0 ps` |
| Number of synthesis warnings | `1` |
| CTS Sinks | `2056` |
| Critical Path Source Type | `input pin` |
| Compound Share, Synth | `3.42%` |
| Most used cell, CP | `a21oi_1` |
| Ys async rst share | `0%` |
| CTS tree | `built` |
| Final Hold Vio Count | `0` |
| Die area | `161000 µm²` |
| Most numerous logic cell after layout | `edfxtp_1` |
| Reg2Reg Depth | `6` |
| I/O Pins | `35` |
| Number of global-route vias before repair | `41800` |
| Yosys stat cell total | `3733` |
| Most used flip-flop cell | `edfxtp_1` |
| Min-Delay Path Class | `in2reg` |
| Dpl ws | `1460 ps` |
| Register share of total power | `54.0%` |
| R2R setup slack | `3290 ps` |
| Endpoints failing setup | `0` |
| Clock Power Share | `41.2%` |
| Largest type area fraction | `77.3%` |
| Post-CTS Hold Buffers | `0` |
| GRT Total Usage | `28.3%` |
| DP Wirelength | `120000 µm` |
| Vert. Die Dim | `401 µm` |
| Die W | `401 µm` |
| CP Cell Sequence | `buf_8 -> buf_4 -> buf_12 -> nand3b_1 -> o221ai_1 -> a21oi_1 -> a21oi_1 -> nor3_1 -> nor4_2` |
| Wirelength per Cell | `32.2 µm` |
| Worst setup path class | `in2reg` |
| Gr ovfl total | `0` |
| Synth Cell Area | `79600 µm²` |
| Flops after synth | `2056` |
| Drt total wl | `197000 µm` |
| Initial antenna violation count | `9` |
| Syn_area_per_cell | `21.3 µm²` |
| Synth top area cells | `edfxtp_1 (77%), mux4_2 (13%), mux2i_1 (1.7%)` |
| Via density | `6.19` |
| PnR Total Power | `26.3 mW` |
| Crit path from | `read_addr[1]` |
| Log Warnings | `39` |
| Layout cells sized above 1 | `22.3%` |
| Seq/Total Area, Yosys | `77.5%` |
| Crit path setup slack, layout | `1710 ps` |
| Pint | `20.7 mW` |
| Critical path capture point type | `flip-flop` |
| DRC Markers | `0` |
| Sw frac | `21.5%` |
| Min-delay src | `data[2]` |
| CP Buf/Inv Count | `3` |
| Largest net degree at the start of global routing | `120` |
| Peak supply drop | `0.276 mV` |
| Finished Core Util | `56.2%` |
| Drt first-iter violations | `2668` |
| CP max stage cell | `nor3_1` |
| Max cap viols | `0` |
| CTS clock-pin slew for the worst setup and hold paths | `60 ps` |
| Max-slew headroom | `13.4%` |
| GP Congestion | `0.914` |
| Cell taking the most area after synthesis | `edfxtp_1` |
| Slew @ Worst Pin | `1290 ps` |
| CORE AREA | `158000 µm²` |
| Post-route antenna net violation count | `0` |
| Top cells excl fill/tap | `edfxtp_1 (2048), mux4_2 (454), nor2_1 (279)` |
| Crit-path max cell delay | `790 ps` |
| R2R Path Start | `ram[67][3]$_DFFE_PP_` |
| Yosys chip area | `79600 µm²` |
| Mux cell area share | `14.6%` |
| Psw | `5.66 mW` |
| I/O Buffers | `33` |
| RSZ-0062 raised after global routing | `no` |
| Synth Area in Adders | `0%` |
| Yosys xor share | `0%` |
| CP Data Arrival Time | `5070 ps` |
| Max-slew violation count | `0` |
| Hold Crit Depth | `1` |
| Netlist cell types | `55` |
| Init Core Util | `50.3%` |
| Rows | `146` |
| CP delay by family, top | `simple AND/OR/NAND/NOR gates` |
| Largest family of logic cells by area | `multiplexers` |
| R2R Path End | `q[3]$_DFF_P_` |
| Cts repair resizes | `0` |
| Largest fanout on the critical path | `80` |
| Worst Path Required | `6790 ps` |
| First-pass GRT wire length | `288000 µm` |
| Cells after synthesis | `3733` |
| Post-CTS Setup Inserts | `0` |
| Hold WS | `884 ps` |
| Drt pass-1 iters | `7` |
| Hold Path Sink | `ram[82][2]$_DFFE_PP_` |
## routing by layer
layer / vias to the layer above / track usage [%] / share of wire (%)
met1: 19500 / 40.7 / 34
met2: 2085 / 39.6 / 47
li1: 16100 / - / -
met4: 22 / 5.73 / 2.7
met5: - / 0.684 / 0.13
met3: 316 / 19.9 / 16
## worst reg2reg max path, stage by stage (launching register included)
cell      delay [ps]
edfxtp_1         360
mux4_2           510
a22o_1           200
a221oi_1         720
o32ai_1          260
nor3_1           470
nor4_1           150
## cell type report
| class | count | area (µm²) |
|---|---|---|
| antenna | 7 | 17.5 |
| clock buffer | 262 | 5390 |
| clock inverter | 104 | 973 |
| fill | 11500 | 69300 |
| inverter | 2 | 7.51 |
| multi-input combinational | 1442 | 16500 |
| sequential | 2056 | 61700 |
| tap | 2072 | 2590 |
| timing repair buffer | 186 | 1740 |
## through the flow
| step | instances | cell area, µm² |
|---|---|---|
| 2_1_floorplan | 3733 | 79600 |
| 3_3_place_gp | 5757 | 82500 |
| 3_5_place_dp | 5758 | 82500 |
| 4_1_cts | 6124 | 88800 |
| 5_1_grt | 6124 | 88800 |
| 6_report | 6131 | 88900 |
## worst max-delay path by stage
| stage | cells after the start | slack, ps | to |
|---|---|---|---|
| 4_1_cts | 10 | 1670 | q[6]$_DFF_P_ |
| 5_1_grt | 9 | 1610 | q[7]$_DFF_P_ |
| 6_report | 9 | 1710 | q[2]$_DFF_P_ |
## registers in the layout, summed over array words and instances, names as in the netlist
signal / count
q: 8
ram: 2048
## cells in the mapped netlist (all sizes together) (2+ instances only)
cell type	count
a22oi	133
o22a	5
nand3b	2
o21ai	12
nor3	22
and2	6
clkbuf	111
buf	122
a311oi	2
a22o	8
and3b	2
nand2b	8
o22ai	28
o221ai	47
nor4	27
edfxtp	2048
o32ai	5
mux4	456
nor2b	31
o211ai	10
nor2	282
a21oi	96
nand3	34
mux2i	134
a221oi	14
nand4	10
nand2	33
dfxtp	8
a211oi	16
or2	4
a2111oi	5
a31oi	2
## cell families (layout without fill, tap and decap cells)
group,after synthesis,after routing
AND-OR/OR-AND,385,385
buffers and inverters,235,554
AND/OR/NAND/NOR,466,466
other,0,7
flip-flops,2056,2056
multiplexers,591,591
## power groups by stage
stage / sequential, mW / combinational [mW] / clock [mW]
CTS: 14.2 / 1.29 / 11.1
global route: 14.2 / 1.37 / 11.5
finish: 14.2 / 1.28 / 10.9
Power figures rest on the tool's default switching activity, not on a simulated workload.
