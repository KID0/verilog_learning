==> /design/flow/design.v <==
module rom_using_case (
    address ,  
    data    ,  
    read_en ,  
    ce         
);
    input [3:0] address;
    output [7:0] data;
    input read_en;
    input ce;
    reg [7:0] data ;
    always @ (ce or read_en or address)
    begin
      case (address)
        0 : data = 10;
        1 : data = 55;
        2 : data = 244;
        3 : data = 0;
        4 : data = 1;
        5 : data = 8'hff;
        6 : data = 8'h11;
        7 : data = 8'h1;
        8 : data = 8'h10;
        9 : data = 8'h0;
        10 : data = 8'h10;
        11 : data = 8'h15;
        12 : data = 8'h60;
        13 : data = 8'h90;
        14 : data = 8'h70;
        15 : data = 8'h90;
      endcase
    end
endmodule
==> /design/flow/run.sh <==
#!/bin/bash
# OpenROAD 26Q1-2900-gdf79404cd8, Yosys 0.63+post, stock flow scripts
make -C /OpenROAD-flow-scripts/flow DESIGN_CONFIG=/design/flow/config.mk WORK_HOME=/design/flow/orfs finish
==> /design/flow/config.mk <==
export PLATFORM = sky130hd
export DESIGN_NAME = rom_using_case
export DESIGN_NICKNAME = rom_using_case
export VERILOG_FILES = /design/flow/design.v
export SDC_FILE = /design/flow/constraint.sdc
export NUM_CORES = 4
export LEC_CHECK = 1
export CORE_AREA = 10 10 70 70
export DIE_AREA = 0 0 80 80
==> /design/flow/constraint.sdc <==
current_design rom_using_case

set clk_period 1.0
set clk_io_pct 0.2

create_clock -name clk0 -period $clk_period

set non_clock_inputs [all_inputs -no_clocks]
set_input_delay [expr $clk_period * $clk_io_pct] -clock clk0 $non_clock_inputs
set_output_delay [expr $clk_period * $clk_io_pct] -clock clk0 [all_outputs]
==> metrics.cfg <==
[final_timing]
worstMarginPinSlew_ns = 0.240
grt_setup_unrepaired = yes
slew_violations = 0
timing.final.ws_setup_ns = -0.301
timing.fmax_mhz = 769
finalSetupViolations = 8
finalClockPeriodUsage_pct = 130
fin_crit_ns = 1.30
hold_viol = 0
slew_headroom_pct = 83.9

[synthesis]
ys_area_um2 = 246
yosys.cell_types.count = 19
syn_inst = 35
yosysTopAreaCell = ha_1
topCellsByArea = ha_1 25%, mux2i_1 12%, nor2_1 9.1%
syn_area_per_cell_um2 = 7.04
ys_cells = 35
top_area_share_pct = 25.4
synth_seq_share_pct = 0
syn_area_um2 = 246
ys.warnings.count = 1

[route]
wl_per_cell_um = 9.45
antenna_cells = 0
totalWireLength_um = 1020
drt-pass1-iter-count = 4
drc = 0
postRouteAntennaNets = 0
vias_per_cell = 3.02
drt_iter0_markers = 13
vias = 326

[setup_path]
arrival_ns = 1.10
path_class = in -> out
crit_path_max_fanout = 3
cp.required_ns = 0.80
crit_path_end_kind = output pin
cp-start-kind = primary input

[outcome]
status = finished with violations
failed_checks = setup timing

[die]
initCoreUtil_pct = 7.22
die_area_um2 = 6400
io_pins = 14
die-width_um = 80
coreArea_um2 = 3420
fp.dieH_um = 80
fp-row-count = 21

[pwr]
p_total_w = 0.000243
ir_drop_mv = 0.0584
leakage_nw = 0.287
powerDensity_nw_per_um2 = 382

[finish]
layout_top_cell = buf_4
final_layout_size_suffix_gt1_share_pct = 75.8
num-clock-buffers = 0
area_growth_pct = 158
most-common-layout-cells = 11 x buf_4, 10 x buf_2, 6 x buf_6, 5 x ha_4, 4 x nor2_1
seq_area_um2 = 0
flops = 0
fin_util_pct = 18.6

[place]
place.gp.congestion = 0.655
port_buffers = 12
dp_slack_ns = -1.05
hpwlAfterDp_um = 685

[grt]
first_global_vias = 351
grtUsageTotal_pct = 3.21
overflow = 0
grt_max_degree = 8
grt_pass1_wl_um = 1680
antenna_found_initial = 0

[run]
warning_count = 40
maxCapViolCount = 0

[hold_path]
min_path_type = in -> out

[cts]
hold_buffers = 0

-- cell families after synthesis --
group,synth area share [%]
fa+ha+maj,25.4
compound gates,21.3
simple gates,30.5
buf+inv,10.7
mux,12.2
-- report_power, final --
group / switching [W] / internal [W]
registers: 0 / 0
clock network: 0 / 0
logic: 0.0000976 / 0.000145
total: 0.0000976 / 0.000145
-- Yosys cell counts --
| cell type | n |
|---|---|
| nor2_1 | 6 |
| ha_1 | 5 |
| mux2i_1 | 3 |
| nand2_1 | 3 |
| a21oi_1 | 2 |
| inv_1 | 2 |
| nand2b_1 | 2 |
| a21o_1 | 1 |
| a21oi_2 | 1 |
| a22o_1 | 1 |
| a31oi_1 | 1 |
| and2b_4 | 1 |
| buf_4 | 1 |
| buf_6 | 1 |
| nor2b_1 | 1 |
| nor3_1 | 1 |
| nor3b_1 | 1 |
| o21ai_0 | 1 |
| o22ai_1 | 1 |
-- path summary, 6_finish.rpt --
path | startpoint | cells past startpoint | to
max | address[1] | 8 | data[2]
min | address[3] | 5 | data[3]
-- routing by layer --
| metal | vias to the layer above | part of all wire, % | track usage [%] |
|---|---|---|---|
| li1 | 173 | - | - |
| met1 | 149 | 43 | 4.02 |
| met2 | 4 | 54 | 6.02 |
| met3 | 0 | 3.5 | 0.341 |
| met4 | 0 | 0 | 0 |
| met5 | - | 0 | 0 |
-- metrics by stage --
stage,setup TNS (ns),instances,area [um^2],hold slack (ns)
2_1_floorplan,0,35,254,0.516
3_3_place_gp,-7.92,98,478,1.53
3_5_place_dp,-7.90,98,478,1.53
4_1_cts,-1.50,108,622,0.861
5_1_grt,-1.87,108,636,0.901
6_report,-1.47,108,636,0.858
-- final cells by class --
type | count | area [um^2]
multi-input combinational | 31 | 333
fill | 370 | 2780
timing repair buffer | 29 | 235
inverter | 2 | 10.0
tap | 46 | 57.6
-- what timing repair did --
item / 4_1_cts / 5_1_grt
gates resized: 68 / 3
endpoints found under the setup margin: 8 / 8
gates cloned: 0 / 0
pin swaps: 12 / 1
setup buffers: 11 / 0
-- worst max-delay path: stages --
cell and delay (ns):
buf_8 0.08, inv_4 0.03, buf_6 0.10, ha_4 0.24, nor2b_4 0.16, a21oi_1 0.06, mux2i_1 0.11, buf_2 0.11
